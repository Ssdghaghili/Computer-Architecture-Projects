==> flow/design.v <==
module  RegFile( 
clk,
inBus,
readMem,
writeMem,
addrBus, 
outBus
);
input [2:0] addrBus;
input [15:0] inBus ;
input clk, readMem, writeMem ;
output [15:0] outBus ;
(* ram_init_file = "RegFile.mif" *)  reg  [15:0] MemoryFile [0:7];   
	always @ (posedge clk)
	begin
		if(writeMem == 1'b1 )begin
			MemoryFile[addrBus]<=inBus;
		end	 
	end 
assign outBus = readMem ? MemoryFile[addrBus]:16'bz;
endmodule 
==> flow/run.sh <==
#!/bin/bash
# OpenROAD 26Q1-2900-gdf79404cd8, Yosys 0.63+post, stock flow scripts
make -C /OpenROAD-flow-scripts/flow DESIGN_CONFIG=/design/flow/config.mk WORK_HOME=/design/flow/orfs finish
==> flow/config.mk <==
export PLATFORM = sky130hd
export DESIGN_NAME = RegFile
export DESIGN_NICKNAME = RegFile
export VERILOG_FILES = /design/flow/design.v
export SDC_FILE = /design/flow/constraint.sdc
export NUM_CORES = 4
export LEC_CHECK = 1
export CORE_UTILIZATION = 30
==> flow/constraint.sdc <==
current_design RegFile

set clk_period 4.7
set clk_io_pct 0.2

create_clock -name clk0 -period $clk_period [get_ports {clk}]

set non_clock_inputs [all_inputs -no_clocks]
set_input_delay [expr $clk_period * $clk_io_pct] -clock clk0 $non_clock_inputs
set_output_delay [expr $clk_period * $clk_io_pct] -clock clk0 [all_outputs]
==> results.json <==
{
  "outcome": "finished, final reports clean",
  "critPathCaptureType": "primary output",
  "power.total_mw": 2.70,
  "fp.coreArea_mm2": 0.0161,
  "synth-edff-count": 128,
  "top_area_cell": "edfxtp_1",
  "mux_share_pct": 17.2,
  "drt_first_pass_iters": 4,
  "synth.area.top_cells": "edfxtp_1, mux4_1, mux2_2",
  "wl_per_cell_um": 17.3,
  "flop_cell": "edfxtp_1",
  "grt_pass1_vias": 2519,
  "cts_resized": 0,
  "yosys_cells": 222,
  "ant_nets": 0,
  "synthTopLogicFamily": "multiplexers",
  "regMostFlops": "MemoryFile",
  "pwr-share-seq_pct": 48.2,
  "cellInternalPower_mw": 2.21,
  "common_cells": "edfxtp_1, mux2_2, mux4_1, mux4_2, nor2_1",
  "dp_hpwl_mm": 5.25,
  "rows": 46,
  "fp-utilization_pct": 31.0,
  "route.vias.total": 2347,
  "portBuffers": 36,
  "io_pins": 38,
  "clkPwrFrac_pct": 45.9,
  "fin_crit_sh_pct": 85.7,
  "netlist_area_mm2": 0.00497,
  "postSynthSeqShare_pct": 77.3,
  "die_y_um": 131,
  "synth.cellmix.simpleShare_pct": 2.01,
  "post-synth-top-count-cell": "edfxtp_1",
  "drive_above_1_share_pct": 26.4,
  "grt_first_pass_wirelength_mm": 13.6,
  "powerDensity_mw_per_mm2": 431,
  "overflow": 0,
  "ys_types": 23,
  "antenna_found_initial": 0,
  "die_w_um": 131,
  "dp.cells": 482,
  "cts_setup_buffers": 0,
  "place_congestion": 0.794,
  "compound_area_share_pct": 2.01,
  "cts.sinks": 128,
  "hold_buffers": 0,
  "drv_cap": 0,
  "path_max_fanout": 15,
  "wl_mm": 8.85,
  "warning_count": 26,
  "largest_register_ff_count": 128,
  "cts_max_level": 4,
  "worst_slew_pin_slew_ps": 851,
  "fmax_ghz": 0.248,
  "cts_buffers": 17,
  "swShare_pct": 18.4,
  "top_area_share_pct": 77.3,
  "critPathKind": "in2out",
  "cp.required_ps": 3760,
  "cts_tree": "done",
  "largest_registers": "MemoryFile: 128 flops",
  "crit_arrival_ps": 3090,
  "layout_setup_ws_ps": 671,
  "viasPerCell": 4.58,
  "hold_path.class": "in2reg",
  "p_comb_share_pct": 5.9,
  "finalHoldViolations": 0,
  "clkTransAtPathRegs_ps": 50,
  "syn_to_final_growth_pct": 26.1,
  "yosys_register_bits": 128,
  "ys.warnings.count": 2,
  "ys_sh_xor_pct": 0,
  "grt.total_usage_pct": 11.7,
  "power.leakage_nw": 2.06,
  "slew_headroom_pct": 43.0,
  "cp-start-kind": "input pin",
  "chipArea_mm2": 0.0171,
  "grt_max_degree": 23,
  "clockRootBuffer": "clkbuf_16",
  "layout_min_cycle_time_ps": 4030,
  "syn_area_per_cell_um2": 22.4,
  "power_switching_mw": 0.496,
  "yosysChipArea_mm2": 0.00497,
  "setup_viol": 0,
  "adder_share_pct": 0,
  "async_flop_share_pct": 0,
  "antennaDiodeCount": 0,
  "drv_slew": 0,
  "tns_ps": 0,
  "cts_buffer_depth": 2,
  "rsz0062_at_grt": "false",
  "final_cells": 512,
  "post-place-ws_ps": 636,
  "netlist_instances": 222,
  "ir_drop_mv": 0.353,
  "drc": 0,
  "drt_iter0_drc": 101
}
==> final timing paths <==
kind,cells past startpoint,start,slack [ps],end
worst min-delay path,1,inBus[11],1270,MemoryFile[0][11]
worst max-delay path,5,addrBus[2],670,outBus[15]
==> power groups by stage <==
stage / Clock (mW) / Combinational, mW / Sequential (mW)
6_report: 1.24 / 0.159 / 1.30
4_1_cts: 1.27 / 0.164 / 1.30
5_1_grt: 1.31 / 0.175 / 1.31
==> metrics by stage <==
stage	instance area, µm²	utilization [%]	hold WS, ps
after global placement	5710	35.6	1660
after global routing	6270	39.0	1290
after detailed placement	5710	35.6	1690
after CTS	6270	39.0	1250
final	6270	39.0	1270
after floorplan	4970	-	1040
==> cell usage in the layout, fill, tap and decap left out, drive strengths merged, types with 2 or more instances in the layout <==
cell | synthesis | layout
clkinv | 0 | 6
a22oi | 3 | 3
o211ai | 3 | 3
nor2b | 3 | 3
a221oi | 2 | 2
edfxtp | 128 | 128
nor3 | 2 | 2
inv | 2 | 2
a32oi | 3 | 3
nand2 | 4 | 4
clkbuf | 2 | 21
bufinv | 0 | 3
mux2 | 23 | 23
nor2 | 7 | 7
buf | 9 | 20
clkdlybuf4s50 | 0 | 35
mux4 | 24 | 24
nand3 | 3 | 3
==> area by class of cell <==
cell class / count / area, µm²
clock buffers: 21 / 440
well taps: 216 / 270
multi-input cells: 81 / 1070
flip-flops and latches: 128 / 3840
fillers: 1405 / 9790
inverters: 2 / 7.51
repair buffers: 55 / 523
clock inverters: 9 / 118
==> logic make-up (layout without fill, tap and decap cells) <==
logic type	after synthesis	after routing
flops	128	128
compound gates	13	13
simple gates	21	21
buf+inv	13	87
mux	47	47
==> per-layer routing <==
layer  track usage (%)  vias up  wire [µm]
met5                 0        -          0
met4              1.76        0        133
met3              6.97       14        928
met2              18.0      106       4330
met1              15.3     1151       3460
li1                  -     1076          -
==> worst max-delay path, stage by stage <==
cell	delay [ps]
clkdlybuf4s50_1	890
buf_4	260
mux4_1	290
mux2_2	300
clkdlybuf4s50_1	400
Power and IR drop assume default switching activity.
