File: design/flow/run.sh
#!/bin/bash
# OpenROAD 26Q1-2900-gdf79404cd8, Yosys 0.63+post, stock flow scripts
make -C /OpenROAD-flow-scripts/flow DESIGN_CONFIG=/design/flow/config.mk WORK_HOME=/design/flow/orfs finish
File: design/flow/config.mk
export PLATFORM = sky130hd
export DESIGN_NAME = mux4to1
export DESIGN_NICKNAME = mux4to1
export VERILOG_FILES = /design/flow/design.v
export SDC_FILE = /design/flow/constraint.sdc
export NUM_CORES = 4
export LEC_CHECK = 1
export CORE_AREA = 10 10 95 95
export DIE_AREA = 0 0 105 105
File: design/flow/constraint.sdc
current_design mux4to1

set clk_period 1.1
set clk_io_pct 0.2

create_clock -name clk0 -period $clk_period

set non_clock_inputs [all_inputs -no_clocks]
set_input_delay [expr $clk_period * $clk_io_pct] -clock clk0 $non_clock_inputs
set_output_delay [expr $clk_period * $clk_io_pct] -clock clk0 [all_outputs]
File: design/flow/design.v
`timescale 1ns/1ns
module mux4to1 (input [31:0] data1 , data2 , data3 , data4,input [1:0] sel,output reg [31:0] out);
always @(*) begin
  case (sel)
    2'b00: out <= data1;
    2'b01: out <= data2;
    2'b10: out <= data3;
    2'b11: out <= data4;
  endcase
end
endmodule
module mux2to1 (input [31:0] data1 , data2 , input sel,output reg [31:0] out);
always @(*) begin
    if (sel == 1'b0)  out <= data1;
    else
    out <= data2;
end
endmodule
==> results.ini <==
[yosys]
area_leaders=mux4_2 (83%), buf_12 (7.4%), mux4_1 (6.5%), buf_2 (1.8%), buf_6 (1.4%)
ys_cells=39
synthAdderAreaFrac=0
synth.area.mux_share=0.894
syn_avg_cell_area_sq_um=20.9
ys_warn_count=1
netlist_top_cells_count=mux4_2 (30), buf_12 (3), buf_2 (3)
top_logic_kind=multiplexers
synthesis.area_sq_um=815
synthAoiAreaFrac=0
largest_area_cell=mux4_2
most_common_cell=mux4_2
yosysTopAreaCellShare=0.829
netlist_instances=39
yosysChipArea_sq_um=815
synth_cell_types=5
ys_sh_simple=0
postSynthSeqShare=0
ys_sh_xor=0

[global_route]
grt_antenna_before_repair=4
grt_usage=0.112
grt_pass1_vias=1537
grt_pass1_wl_mm=9.40
grt_max_degree=15
grt.overflow.total=0

[critical_path]
startpoint=sel[0]
setup.worst_path.start_class=primary input
end_kind=output pin
worstPathRequired_ns=0.88
crit_arrival_ns=1.14
crit_type=in -> out
cp_max_fo=7

[hold_path]
min_path_cells=3
hp-class=in -> out
hold_end=out[16]
holdCritStartpoint=data4[16]

[layout]
nClkBuffers=0
utilization=0.344
ff_latch_area_sq_um=0
flops=0
final_cells=301
drive_gt1_frac=0.373
area_growth_pct=192

[place]
portBuffers=162
dp_slack_ns=-0.896
globalplace.congestion=0.777
dp.cells=295

[run_status]
status=finished with violations
violations=setup timing

[final_timing]
period_needed_ns=1.36
max_freq_mhz=735
slew_violations=0
finalHoldViolCount=0
setup_viol=32
worst_pin_slew_ns=0.184
slew_headroom=0.877
layout_setup_ws_ns=-0.260
rsz0062_at_grt=true
finalCritPeriodShare=1.24

[job]
max-cap-violations=0
warnings=35

[pwr]
irDropWorstVdd_v=0.000150
p_leak_nw=1.12
powerDensity_mw_per_mm2=331

[clocking]
cts_hold_buf=0
post_cts_buffers=0

[floorplan]
core_sq_mm=0.00691
pin_count=162
fp_util=0.118
die_y_um=105
rows=30
dieWidth_um=105
die-area_sq_mm=0.0110

[routing]
postRouteWirelength_mm=6.47
wire_per_inst_um=21.5
drt_iter0_drc=16
vias_per_cell=4.12
drtAntennaViolNets=0
firstDrtPassIters=3
vias=1241
drc_errors=0

==> where the power goes <==
group | switching, mW | total [mW] | internal, mW
Sequential | 0 | 0 | 0
Clock | 0 | 0.000000121 | 0.000000121
Combinational | 0.211 | 0.787 | 0.576
Total | 0.211 | 0.787 | 0.576
==> cell families after synthesis <==
family and Yosys count:
buf+inv 7, mux 32
==> worst max-delay path, cell delays in order <==
cell and delay, ns:
buf_16 0.14, clkbuf_16 0.17, mux4_2 0.48, buf_2 0.13
==> per-stage QoR <==
step / power [mW] / hold slack (ns) / TNS, ns / cell area [sq um]
after detailed placement: 0.991 / 1.42 / -26.77 / 2530
after floorplan: 0.261 / 0.526 / -0.949 / 823
final: 0.787 / 0.923 / -7.46 / 2380
after global placement: 0.992 / 1.43 / -26.62 / 2530
after CTS: 0.792 / 0.929 / -7.65 / 2350
after global routing: 0.852 / 0.942 / -8.44 / 2380
==> per-layer routing <==
metal | part of all wire | GRT usage | up-vias | wire length [um]
li1 | - | - | 539 | -
met1 | 0.39 | 0.128 | 563 | 2510
met2 | 0.44 | 0.179 | 127 | 2840
met3 | 0.17 | 0.0801 | 6 | 1070
met4 | 0.0012 | 0 | 6 | 8
met5 | 0.0063 | 0 | - | 41
==> cell usage in the layout, fill, tap and decap left out <==
cell,Yosys,layout
buf_6,1,2
mux4_2,30,32
buf_16,0,5
diode_2,0,1
dlygate4sd2_1,0,128
buf_12,3,3
clkbuf_16,0,1
buf_4,0,1
buf_2,3,32
==> worst max-delay path by stage <==
stage,end,slack (ns)
global route,out[31],-0.29
CTS,out[10],-0.26
finish,out[13],-0.26
==> repair_timing <==
| item | in CTS | in global routing |
|---|---|---|
| pin swaps | 0 | 0 |
| gates resized | 248 | 0 |
| gates cloned | 4 | 1 |
| endpoints found under the hold margin | 0 | 0 |
| setup endpoints to repair | 32 | 32 |
==> final cells by class <==
cell class / count / area, sq um
fill: 774 / 4530
multi-input combinational: 32 / 721
antenna: 1 / 2.50
tap: 96 / 120
timing repair buffer: 172 / 1530
Power and IR drop assume default switching activity.
