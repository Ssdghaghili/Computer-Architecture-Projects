### flow/config.mk
export PLATFORM = sky130hd
export DESIGN_NAME = register32bit
export DESIGN_NICKNAME = register32bit
export VERILOG_FILES = /design/flow/design.v
export SDC_FILE = /design/flow/constraint.sdc
export NUM_CORES = 4
export LEC_CHECK = 1
export CORE_UTILIZATION = 30
### flow/constraint.sdc
current_design register32bit

set clk_period 1.0
set clk_io_pct 0.2

create_clock -name clk0 -period $clk_period [get_ports {clk}]

set non_clock_inputs [all_inputs -no_clocks]
set_input_delay [expr $clk_period * $clk_io_pct] -clock clk0 $non_clock_inputs
set_output_delay [expr $clk_period * $clk_io_pct] -clock clk0 [all_outputs]
### flow/design.v
`timescale 1ns/1ns
module register32bit (input clk,reset, writeEn ,input [31:0] data_in,output reg [31:0] data_out);
reg [31:0] data;
assign data_out = data;
always @(posedge clk) begin
    if (reset == 1'b1)
        data <= 32'b0;
    else if (writeEn)
        data <= data_in;
end
endmodule
### flow/run.sh
#!/bin/bash
# OpenROAD 26Q1-2900-gdf79404cd8, Yosys 0.63+post, stock flow scripts
make -C /OpenROAD-flow-scripts/flow DESIGN_CONFIG=/design/flow/config.mk WORK_HOME=/design/flow/orfs finish
==> impl_metrics.yaml <==
# implementation run metrics
synthesis:
  edf_count: 0
  yosys_most_used_dff: "dfxtp_1"
  top_area_cell: "dfxtp_1"
  synth_seq_share: 0.551
  synth_top_area_share: 0.551
  ys_types: 6
  ys_cells: 103
  topCellsByArea: "dfxtp_1, mux2i_1, nor2_1, buf_12, buf_6"
  avgSynthCellArea_um2: 11.3
  ys.flops: 32
  synthCells: 103
  synth-async-reset-ratio: 0
  common_cells: "dfxtp_1, mux2i_1, nor2_1, buf_12, clkbuf_1"
  yosysWarnings: 2
  ys_chip_area_mm2: 0.00116
  synth_area_mm2: 0.00116
setup_path:
  crit_start: "data[26]"
  r2r_slack_ns: 0.38
  worstPathArrival_ns: 0.76
  reg2reg_depth: 2
  slowest_stage: "dfxtp_2"
  cp_cell_sequence: "clkdlybuf4s15_1"
  crit-reg2reg-capture: "data[27]"
  path_max_fanout: 2
  cp-start-kind: "register"
  worst-path-buf-inv: 1
  cp.required_ns: 0.80
  r2r-start: "data[27]"
  crit_path_end_kind: "primary output"
  criticalPathCategory: "reg2out"
  crit_family: "flip-flops"
  cp_slowest_stage_delay_ns: 0.32
clock_tree:
  cts_root_buffer: "clkbuf_8"
  cts.sinks: 32
  cts_made_buffers: 5
  cts_resized: 96
  clk_pin_slew_ns: 0.06
  cts_hold_buf: 0
  htreeDepth: 2
  insertion_delay_ns: 0.27
  postCtsSetupBuffers: 0
  cts_tree: "built"
  clock_path_buffers: 2
die:
  io-pin-count: 67
  die_w_um: 64.3
  coreArea_mm2: 0.00369
  fp_util: 0.315
  die_area_mm2: 0.00413
  die_y_um: 64.3
  num_rows: 22
layout:
  syn2layout_area_growth_pct: 64.1
  drive_gt1_frac: 0.345
  largest_register_ffs: 32
  largest-register: "data"
  biggestRegsByFlops: "data (32)"
  fin_util: 0.518
timing:
  timing.fmax_ghz: 1.04
  hold_viol_final: 0
  fin_crit_sh: 0.964
  tightest_slew_ns: 0.141
  layout_min_cycle_time_ns: 0.964
  maxSlewHeadroom: 0.903
  setup_viol: 0
  setup_slack_ns: 0.0356
  clock_skew_ns: 0
  grt_setup_unrepaired: "false"
  slew_violations: 0
pwr:
  peakVddDrop_uv: 669
  power_density_mw_per_mm2: 1460
  p_leak_nw: 0.879
outcome:
  status: "complete, no violations"
placed_design:
  dpl_worst_slack_ns: -0.0897
  place_congestion: 0.685
  dpl.hpwl_um: 1760
  port_buffers: 66
min_path:
  min_from: "writeEn"
  hold_path.class: "in2reg"
  min_to: "data[29]"
  hold_depth: 4
route:
  dr.pass1.iters: 2
  vias: 938
  final_antenna_net_count: 0
  viasPerCell: 4.23
  drc_errors: 0
  drt_iter0_markers: 25
  wl_per_cell_um: 11.2
  diodes: 0
  wl_um: 2480
global_route:
  grt_usage: 0.135
  antenna_found_initial: 0
  grt_pass1_wl_um: 4220
  grt_start_max_net_pins: 33
  grt_pass1_vias: 943
  grt_remaining_overflow: 0
run:
  warnings: 25
  max_cap_violations: 0
==> area by class of cell <==
type | instances | area [µm²]
multi-input cells | 64 | 440
clock buffers | 8 | 90.1
fillers | 354 | 1780
well taps | 48 | 60.1
flip-flops and latches | 32 | 681
repair buffers | 70 | 638
==> metrics by stage <==
| stage | setup TNS (ns) | hold WS [ns] | power [W] | instances | area, µm² |
|---|---|---|---|---|---|
| 6_report | 0 | 0.440 | 0.00278 | 222 | 1910 |
| 5_1_grt | 0 | 0.450 | 0.00295 | 222 | 1910 |
| 4_1_cts | 0 | 0.436 | 0.00285 | 222 | 1990 |
| 3_5_place_dp | -2.71 | 0.486 | 0.00187 | 214 | 1860 |
| 3_3_place_gp | -2.42 | 0.476 | 0.00186 | 214 | 1860 |
| 2_1_floorplan | 0 | 0.272 | 0.00157 | 103 | 1160 |
==> worst max-delay path by stage <==
stage               to  cells after the start
4_1_cts   data_out[31]                      1
5_1_grt   data_out[19]                      1
6_report  data_out[26]                      1
==> per-layer routing <==
metal,global-route usage,vias up,part of all wire
met4,0.0194,0,0.0076
met3,0.0580,2,0.099
met1,0.197,414,0.47
met2,0.195,45,0.42
li1,-,477,-
met5,0,-,0
==> placed cells by master, fill, tap and decap left out, drive strengths merged <==
master	instances
clkdlybuf4s50	33
mux2i	32
nor2	32
dfxtp	32
clkbuf	25
clkdlybuf4s15	15
buf	5
==> power breakdown <==
| group | switching [W] | internal, W |
|---|---|---|
| combinational | 0.000119 | 0.000276 |
| sequential | 0.0000381 | 0.00137 |
| clock | 0.000422 | 0.000560 |
==> cell families (layout without fill, tap and decap cells) <==
logic type,after synthesis,in the layout,synth area share
multiplexers,32,32,0.275
AND/OR/NAND/NOR,32,32,0.103
buffers and inverters,7,78,0.0710
flip-flops,32,32,0.551
Power is estimated from default activity; no workload was simulated.
